==> flow/design.v <==
`timescale 1ns / 1ps
module sp6(
			input ext_clk_25m,	 
			input ext_rst_n,	 
			output reg beep	 
		);
reg[19:0] cnt;		 
always @ (posedge ext_clk_25m or negedge ext_rst_n)	
	if(!ext_rst_n) cnt <= 20'd0;
	else if(cnt < 20'd999_999) cnt <= cnt+1'b1;
	else cnt <= 20'd0;
always @ (posedge ext_clk_25m or negedge ext_rst_n) 
	if(!ext_rst_n) beep <= 1'b0;
	else if(cnt < 20'd500_000) beep <= 1'b1;	 
	else beep <= 1'b0;		 
endmodule
==> flow/run.sh <==
#!/bin/bash
# OpenROAD 26Q1-2900-gdf79404cd8, Yosys 0.63+post, stock flow scripts
make -C /OpenROAD-flow-scripts/flow DESIGN_CONFIG=/design/flow/config.mk WORK_HOME=/design/flow/orfs finish
==> flow/config.mk <==
export PLATFORM = sky130hd
export DESIGN_NAME = sp6
export DESIGN_NICKNAME = sp6
export VERILOG_FILES = /design/flow/design.v
export SDC_FILE = /design/flow/constraint.sdc
export NUM_CORES = 4
export LEC_CHECK = 1
export CORE_AREA = 10 10 84 84
export DIE_AREA = 0 0 94 94
==> flow/constraint.sdc <==
current_design sp6

set clk_period 4.4
set clk_io_pct 0.2

create_clock -name clk0 -period $clk_period [get_ports {ext_clk_25m}]

set non_clock_inputs [all_inputs -no_clocks]
set_input_delay [expr $clk_period * $clk_io_pct] -clock clk0 $non_clock_inputs
set_output_delay [expr $clk_period * $clk_io_pct] -clock clk0 [all_outputs]
==> results.rst <==
Physical design figures
=======================

.. list-table::
   :header-rows: 1

   * - Metric
     - Value
   * - Launching point of the worst reg2reg path
     - cnt[0]
   * - Detailed-routing iteration count for the pre-antenna-repair pass
     - 5
   * - Ordered cell list for the critical path
     - ha_1 > nand3_1 > nor4_1 > a31o_2 > a21oi_1
   * - Largest net degree at the start of global routing
     - 22
   * - Root buffer cell
     - clkbuf_8
   * - Part of the total power dissipated in combinational logic
     - 1.5%
   * - Proportion of register bits with asynchronous set or reset after synthesis
     - 100%
   * - Postcts setup bufs
     - 0
   * - Critical Path Source Type
     - register
   * - Leading post-synthesis cells by cell area
     - dfrtp_1, xnor2_1, nor2_1, nor4_1, nor3_1
   * - Total tool warning count
     - 25
   * - XORs/XNORs by Area
     - 12.2%
   * - Part of the total power dissipated in the clock network
     - 38.2%
   * - Number of failing setup endpoints in the final timing report
     - 0
   * - Number of buffers inserted by hold repair at cts
     - 0
   * - Net Sw Frac
     - 19.3%
   * - Largest driver fanout on the critical path
     - 8
   * - Lkg Pwr
     - 0.492 nW
   * - Number of synthesized register bits
     - 21
   * - Number of placed I/O pins
     - 3
   * - HPWL after detailed placement
     - 1260 um
   * - Cell type of the slowest stage on the worst timing path
     - nor4_1
   * - Clock tree from TritonCTS
     - yes
   * - Total global routing track utilization
     - 4.68%
   * - Number of rows created at floorplan
     - 26
   * - Switching power of the nets
     - 0.0617 mW
   * - DRC errors left
     - 0
   * - Seq share, synth
     - 48.6%
   * - Area share of and-or/or-and cells after synthesis
     - 7.75%
   * - Iteration-0 DRC count of the detailed router
     - 49
   * - Core utilization before placement
     - 20.8%
   * - Clock latency reported for the late side of the worst-skew pair
     - 250 ps
   * - Total grt overflow
     - 0
   * - YS chip area
     - 1080 sq um
   * - Power density over the cells
     - 263 nW/um^2
   * - Tally of non-filler cells in the final layout
     - 184
   * - Total vias in the final route
     - 757
   * - Fraction of power consumed by sequential logic
     - 60.2%
   * - Clock buffer depth
     - 2
   * - Clock Skew
     - 1.64 ps
   * - CORE AREA
     - 5200 sq um
   * - Total standard cell area after synthesis
     - 1080 sq um
   * - Fraction of layout instances using a drive strength above 1
     - 7.89%
   * - Syn-to-layout area delta
     - 12.7%
   * - Vertical die size
     - 94 um
   * - Clk sinks
     - 21
   * - Internal power consumption
     - 0.259 mW
   * - Placed cell count
     - 180
   * - Dominant register cell in the synthesized netlist
     - dfrtp_1
   * - Overall die width
     - 94 um
   * - Adder Area Share
     - 1.16%
   * - Cell taking the most area after synthesis
     - dfrtp_1
   * - Total die area
     - 8840 sq um
   * - Status
     - finished clean
   * - Largest stage delay on the critical path
     - 650 ps
   * - Share of the core filled with cells in the final layout
     - 23.4%
   * - Data required time of the worst path
     - 4520 ps
   * - Data arrival time at the worst-slack endpoint
     - 2040 ps
   * - Aggregate negative setup slack
     - 0 ps
   * - Port Buffers
     - 2
   * - Start point of the critical path
     - cnt[0]
   * - Instance tally after logic synthesis
     - 109
   * - Most common cell in the netlist
     - nor2_1
   * - Inserted Clock Buffers
     - 3
   * - Multiplexer share of the synthesized area
     - 0.926%
   * - # diodes
     - 0
   * - Largest family of logic cells by area
     - simple AND/OR/NAND/NOR gates
   * - GPL Wtd Cong
     - 0.818
   * - And+or+nand+nor area frac
     - 25.6%
   * - Max-cap check violation count
     - 0
   * - Min cycle time layout
     - 1920 ps
   * - Critical path class
     - register to register
   * - Slew headroom
     - 58.0%
   * - Post-CTS clock slew at the launch and capture registers of the worst setup and hold paths
     - 70 ps
   * - Number of hold violations in the final report
     - 0
   * - Least-Margin Pin Slew
     - 624 ps
   * - Ranking of synthesized cells by instance count
     - nor2_1, dfrtp_1, xnor2_1
   * - Fin crit share
     - 43.7%
   * - Number of antenna-violating nets in the routed design
     - 0
   * - Worst hold path startpoint
     - cnt[0]
   * - Kind of capture point of the worst setup path
     - register
   * - Worst-case vdd ir drop
     - 101 uV
   * - Setup repair after global routing missed its margin
     - no
   * - H-tree depth reported by CTS
     - 1
   * - Number of distinct library cells after synthesis
     - 25
   * - Yosys warning tally
     - 1
   * - Total Wirelength
     - 1800 um
   * - Average wire length per cell after detail routing
     - 9.77 um
   * - Global-route wire length before repair
     - 3500 um
   * - Proportion of netlist area held by the largest area contributor
     - 48.6%
   * - Initial antenna violation count
     - 0
   * - Vias in the first global route
     - 755
   * - Average instance area after synthesis
     - 9.92 sq um
   * - Ratio of routed vias to standard cells
     - 4.11
   * - Number of cells in the yosys synthesis report
     - 109
   * - Max Slew Vio Count
     - 0
   * - Number of synthesized flops with an enable pin
     - 0
   * - Post-cts gate resize count
     - 0
   * - Hold Path Class
     - register to register
   * - Highest clock rate
     - 521 MHz
-- kinds of logic after synthesis --
| logic type | Yosys count |
|---|---|
| simple gates | 54 |
| flops | 21 |
| xor+xnor | 15 |
| compound gates | 10 |
| buf+inv | 7 |
| mux | 1 |
| fa+ha+maj | 1 |
-- stage by stage --
step	hold slack (ps)	total power [mW]	instance area, sq um	setup WS (ps)
floorplan	450	0.197	1080	2760
global placement	467	0.202	1170	2540
detailed placement	478	0.202	1170	2490
CTS	488	0.326	1220	2470
global route	537	0.336	1220	2280
finish	486	0.320	1220	2480
-- placed cells by master, fill, tap and decap left out, drive strengths merged, types with 2 or more instances in the layout --
cell / synthesis / final
nor2: 23 / 23
dfrtp: 21 / 21
xnor2: 14 / 14
nor4: 7 / 7
nor3: 7 / 7
nand3: 6 / 6
inv: 5 / 5
nand4: 5 / 5
nand2: 4 / 4
clkbuf: 0 / 4
o21ai: 3 / 3
a21oi: 2 / 2
clkdlybuf4s50: 0 / 2
-- flip-flops by register name, summed over array words and instances, names as in the netlist --
register	count
cnt	20
beep	1
-- worst paths after layout --
| path | endpoint | slack, ps | depth (start not counted) |
|---|---|---|---|
| max | cnt[18] | 2480 | 5 |
| min | cnt[0] | 490 | 1 |
| max reg2reg | cnt[18] | 2480 | 5 |
| min reg2reg | cnt[0] | 490 | 1 |
| max in group asynchronous | cnt[18] | 3220 | 2 |
| min in group asynchronous | cnt[7] | 970 | 2 |
-- per-layer routing --
layer  GRT usage, %  vias to the layer above  routed length, um
li1               -                      392                  -
met4          0.506                        0                 14
met2           6.57                       13                744
met3           1.62                        2                 95
met1           6.98                      350                942
met5              0                        -                  0
-- worst max-delay path: cells and delay by family (launching register included) --
kind | cells | cell delay (ps)
compound gates | 2 | 290
simple gates | 2 | 910
fa+ha+maj | 1 | 200
flops | 1 | 390
-- area by class of cell --
type                    instances  area [sq um]
well taps                      70          87.6
fillers                       577          3990
inverters                       5          18.8
multi-input cells              81           514
clock buffers                   4          45.0
repair buffers                  3          27.5
flip-flops and latches         21           526
-- power by group through the flow --
stage / Combinational, mW / Clock (mW) / Sequential, mW
final: 0.00491 / 0.122 / 0.193
after global routing: 0.00575 / 0.137 / 0.193
after CTS: 0.00536 / 0.128 / 0.193
No activity file was given, so power comes from the tool's default toggle rates.
